## ./design.v

```verilog
`timescale 1ns/1ns
module	Decoder( select, d );
input	[3:0]select;
output	[15:0]d;
wire	select_bar;
not	n0( select_bar, select[3] );
Decoder1 d1( .en(select_bar), .sel(select[2:0]), .d(d[15:8]) );
Decoder2 d2( .en(select[3]), .sel(select[2:0]), .d(d[7:0]) );
endmodule
`timescale 1ns/1ns
module	Decoder1( en, sel, d );
input	en;
input	[2:0]sel;
output	[7:0]d;
wire	[3:0]s_bar;
not		n1(	s_bar[2], sel[2] );
not		n0( s_bar[3], en );  
and		a0( d[7], s_bar[2], s_bar[1], s_bar[0], en );
and		a1( d[5], s_bar[2], sel[1], s_bar[0], en );  
and		a2( d[6], s_bar[2], s_bar[1], sel[0], en );
not		n3(	s_bar[0], sel[0]	);
and		a7( d[0], sel[2], sel[1], sel[0], en );
and		a3( d[3], sel[2], s_bar[1], s_bar[0], en );
and		a4( d[1], sel[2], sel[1], s_bar[0], en );
not		n2(	s_bar[1], sel[1]	);
and		a5( d[2], sel[2], s_bar[1], sel[0], en );
and		a6( d[4], s_bar[2], sel[1], sel[0], en );
endmodule
`timescale 1ns/1ns
module	Decoder2( en, sel, d );
input	en;
input	[2:0]sel;
output	[7:0]d;
wire	[3:0]s_bar;
and		a7( d[7], s_bar[2], s_bar[1], s_bar[0], en );
and		a5( d[5], s_bar[2], sel[1], s_bar[0], en );
and		a0( d[0], sel[2], sel[1], sel[0], en );
not		n2(	s_bar[2], sel[2]	);
and		a4( d[4], s_bar[2], sel[1], sel[0], en );
and		a( s_bar[3], s_bar[2], sel[1], s_bar[0], en );
and		a3( d[3], sel[2], s_bar[1], s_bar[0], en );
and		a2( d[2], sel[2], s_bar[1], sel[0], en );
not		n1(	s_bar[1], sel[1]	);
not		n0(	s_bar[0], sel[0]	);
and		a1( d[1], sel[2], sel[1], s_bar[0], en );
and		a6( d[6], s_bar[2], s_bar[1], sel[0], en );
endmodule
```

## ./run.sh

```bash
#!/bin/bash
# OpenROAD 26Q1-2900-gdf79404cd8, Yosys 0.63+post, stock flow scripts
make -C /OpenROAD-flow-scripts/flow DESIGN_CONFIG=/design/flow/config.mk WORK_HOME=/design/flow/orfs finish
```

## ./config.mk

```make
export PLATFORM = sky130hd
export DESIGN_NAME = Decoder
export DESIGN_NICKNAME = Decoder
export VERILOG_FILES = /design/flow/design.v
export SDC_FILE = /design/flow/constraint.sdc
export NUM_CORES = 4
export LEC_CHECK = 1
export CORE_AREA = 10 10 70 70
export DIE_AREA = 0 0 80 80
```

## ./constraint.sdc

```tcl
current_design Decoder

set clk_period 1.0
set clk_io_pct 0.2

create_clock -name clk0 -period $clk_period

set non_clock_inputs [all_inputs -no_clocks]
set_input_delay [expr $clk_period * $clk_io_pct] -clock clk0 $non_clock_inputs
set_output_delay [expr $clk_period * $clk_io_pct] -clock clk0 [all_outputs]
```

==> out/metrics.sh <==
SEQCELLAREA_SQ_UM=0
TIMING.FINAL.SETUP_VIOLATIONS=14
SEQPWRFRAC=0
LAYOUT_WORST_PATH_CYCLE_SHARE=1.105
POST_SYNTH_FA_HA_MAJ_AREA_FRACTION=0
GRT_ANTENNA_BEFORE_REPAIR=0
CRIT_CHAIN='buf_8 -> buf_4 -> buf_6 -> and4bb_2 -> buf_2'
DRTANTENNAVIOLNETS=0
DIE_HEIGHT_MICRONS=80
INTERNAL_POWER_uW=138.1
CLOCK_BUFFERS=0
GRT_SETUP_UNREPAIRED='yes'
TIGHTEST_SLEW_NS=0.2102
SYNTHDOMINANTAREACELLTYPE='nor4b_2'
SYNTHDISTINCTLIBCELLS=9
CRITICALPATHCATEGORY='in2out'
DETAILEDROUTE.FIRSTITERATIONVIOLATIONS=6
OUTCOME='finished with violations'
SYNTH_AREA_PER_CELL_SQ_UM=11.57
SYNTH.CELLMIX.COMPOUNDSHARE=0
POST_SYNTH_AND_OR_NAND_NOR_AREA_FRACTION=0.8378
OPENROAD.WARNINGS=34
CRITPATHSLOWESTCELL='and4bb_2'
FINAL-INSTANCE-COUNT-EXCL-FILL=103
FIN_WS_NS=-0.1053
VDD_DROP_MAX_V=0.00008144
DIE_X_MICRONS=80
DRT-TOTAL-WL_MM=1.100
CAP_VIOL_MAX_COUNT=0
XOR_SHARE=0
HOLD_VIOLATION_TOTAL_FROM_THE_FINAL_REPORT=0
CP_SLOWEST_STAGE_DELAY_NS=0.27
TIMING.SLEW.HEADROOM=0.8593
PLACEDCELLCOUNT=92
DP_HPWL_MICRONS=801
DPL_CELL_AREA_SQ_UM=526.8
POWER_LEAKAGE_nW=0.3333
FP-ROW-COUNT=21
DESIGN_POWER_TOTAL_uW=209.2
WORST-PATH-MAX-FANOUT=4
GRT_MAX_DEGREE=9
WHS_NS=0.6386
GRT_FIRST_PASS_WIRELENGTH_MM=1.600
CRITPATHARRIVALTIME_NS=0.91
WORST_HOLD_PATH_TYPE='in2out'
WIRE_PER_INST_MICRONS=10.68
VIOLATIONS_IN_THE_FINAL_REPORTS='setup timing'
COREAREA_SQ_UM=3416
LAYOUT.SEQUENTIAL_CELLS=0
YOSYSTOPAREACELLSHARE=0.2595
SYNTH.AREA.TOP_CELLS='nor4b_2, and4b_1, and4bb_1'
LOGIC_FAMILY='simple AND/OR/NAND/NOR gates'
CORE_UTIL_FLOORPLAN=0.06777
GRT.OVERFLOW.TOTAL=0
YS_CELLS=20
FILLER_CELL_COUNT=378
DESIGN.PORTCOUNT=20
SYNTH_WARNINGS=0
DRT_PASS1_ITERATIONS=2
MUX_SHARE=0
SYN-INSTANCE-COUNT=20
TOP_CELLS_BY_COUNT_SYNTH='and4b_1, nor4b_2, and4bb_1'
DRIVE_GT1_FRAC=0.8596
AREA_GROWTH_PCT=185.9
SYNTHESIS.AREA_SQ_UM=231.5
COMB_POWER_SHARE=1.000
AREA.COMBINATIONAL_SQ_UM=244.0
SWITCHING_SHARE=0.3398
SWITCHING_POWER_uW=71.09
PLACEMENT.IO_BUFFERS=20
VIASPERCELL=3.272
TIMING.CRITICAL_PATH.FROM_TYPE='input port'
YOSYS_AREA_SQ_UM=231.5
VIAS=337
DRV_SLEW=0
TIMING.FINAL.CRIT_PERIOD_NS=1.105
PWR_PER_CELL_AREA_nW_PER_UM2=316.1
GP_CONGESTION=0.7542
GRT_PASS1_VIAS=302
CP_DATA_REQUIRED_TIME_NS=0.80
YS_SEQ_FRAC=0
DRT_DRC_VIOLATIONS_LEFT=0
NUM_ANTENNA_CELLS=0
FINISH.INSTANCE_AREA_SQ_UM=661.9
GLOBALROUTETOTALUTIL=0.02979
P_CLK_FRAC=0
ENDPOINT_KIND='output port'
MAX_CLOCK_FREQ_MHz=904.8
DIEAREA_SQ_UM=6400
[timing repair]
item                                    CTS  global route
gates resized                            89            11
setup buffers                             8             3
endpoints found under the setup margin   16            13
pin swaps                                 9            11
hold buffers                              0             0
[final cells by class]
type	count	share of cell area
tap	46	0.08696
timing repair buffer	41	0.5444
multi-input combinational	16	0.3686
[kinds of logic (layout without fill, tap and decap cells)]
group / count (synthesis) / count (layout)
buf+inv: 4 / 41
simple gates: 16 / 16
[per-layer routing]
| layer | part of all wire | vias up | GRT usage | wire length, microns |
|---|---|---|---|---|
| met4 | 0 | 0 | 0 | 0 |
| met2 | 0.38 | 17 | 0.04013 | 420 |
| li1 | - | 168 | - | - |
| met3 | 0.19 | 0 | 0.02273 | 204 |
| met1 | 0.43 | 152 | 0.03889 | 475 |
| met5 | 0 | - | 0 | 0 |
[placed cells by master (no fill, tap or decap), drive strengths merged]
| master | instances |
|---|---|
| nor4b | 4 |
| and4 | 1 |
| and4bb | 5 |
| buf | 41 |
| nor4bb | 1 |
| and4b | 4 |
| nor4 | 1 |
[critical path, delay by kind of cell]
family / cells / cell delay, ns
buffers and inverters: 4 / 0.44
and+or+nand+nor: 1 / 0.27
[metrics by stage]
step,setup WS (ns),setup TNS [ns],utilization
after floorplan,0.2643,0,-
after global placement,-0.8975,-13.48,0.1542
after detailed placement,-0.9088,-13.67,0.1542
after CTS,-0.1241,-0.5992,0.1685
after global routing,-0.1511,-1.222,0.1938
final,-0.1053,-0.7566,0.1938
[power groups by stage]
stage	Combinational, mW	Clock (mW)	Sequential (mW)
final	0.209	0	0
after global routing	0.224	0	0
after CTS	0.172	0	0
[path summary, 6_finish.rpt]
kind              slack, ns     to  depth (start not counted)       from
setup / recovery      -0.11  d[12]                          5  select[2]
hold / removal         0.64  d[11]                          3  select[0]
