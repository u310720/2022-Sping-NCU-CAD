==> /design/flow/design.v <==
`timescale 1ns/1ns
module FSM_2( clk , reset , in , out );
input   	clk, reset, in;
output reg 	out;
reg    	[1:0]current_state,	next_state;
reg			[3:0]counter1, counter2;
parameter 	S0=2'b00, S1=2'b01, S2=2'b10, S3=2'b11;
always@(posedge clk or posedge reset)
begin
  if(reset)
    current_state <= S0;		       
  else begin
	  if(counter1 < 4'd10)
		  current_state <= next_state;
	  else
	    current_state <= current_state;
  end
end
always@(in or current_state)
begin
  case(current_state)
  S0: begin  
    if(!in) begin  
      next_state<=S1;
      out<=1'b1;
    end
    else begin  
      next_state<=S3;
      out<=1'b1;
    end
  end 
  S1: begin
    if(!in) begin  
			if( 1) begin  
				next_state<=S0;
				out<=1'b1;
			end
    end
    else begin  
		  if( 1) begin  
				next_state<=S2;
				out<=1'b1;
			end
    end
  end 
  S2: begin  
    if(!in) begin
      next_state<=S3;
      out<=1'b0;
    end
    else begin
      next_state<=S0;
      out<=1'b1;
    end
  end 
  S3: begin  
    if(!in) begin
			next_state<=S3;
			out<=1'b0;
    end
    else begin
			next_state<=S1;
			out<=1'b0;
    end
  end 
  endcase
end
always@(posedge clk or posedge reset)
begin
  if(reset) begin
		counter1 <= 4'd0;
		counter2 <= 4'd0;
	end
	else begin
	  if(out)
			counter2 <= counter2 + 1'b1;
		else
			counter2 <= counter2 - 1'b1;
		if(counter1 != 4'd15)
			counter1 <= counter1 + 1'd1;
		else
			counter1 <= 4'd0;
	end
end
endmodule 
==> /design/flow/run.sh <==
#!/bin/bash
# OpenROAD 26Q1-2900-gdf79404cd8, Yosys 0.63+post, stock flow scripts
make -C /OpenROAD-flow-scripts/flow DESIGN_CONFIG=/design/flow/config.mk WORK_HOME=/design/flow/orfs finish
==> /design/flow/config.mk <==
export PLATFORM = sky130hd
export DESIGN_NAME = FSM_2
export DESIGN_NICKNAME = FSM_2
export VERILOG_FILES = /design/flow/design.v
export SDC_FILE = /design/flow/constraint.sdc
export NUM_CORES = 4
export LEC_CHECK = 1
export CORE_AREA = 10 10 70 70
export DIE_AREA = 0 0 80 80
==> /design/flow/constraint.sdc <==
current_design FSM_2

set clk_period 1.4
set clk_io_pct 0.2

create_clock -name clk0 -period $clk_period [get_ports {clk}]

set non_clock_inputs [all_inputs -no_clocks]
set_input_delay [expr $clk_period * $clk_io_pct] -clock clk0 $non_clock_inputs
set_output_delay [expr $clk_period * $clk_io_pct] -clock clk0 [all_outputs]
==> changes_impl.md <==
### Metrics

* Status: complete, no violations
* Post-synth seq share at 0.526
* Final number of hold-violating endpoints at 0
* Total iterations of the first detailed-routing run at 3
* Slowest-stage cell, CP: dfrtp_1
* CTS Buf Count at 3
* Startpoint Class: flip-flop
* Crit-path max FO at 3
* TritonCTS clock tree: yes
* Die area at 0.00640 mm^2
* Crit path time final at 1280 ps
* Area fraction in compound gates at 0.101
* Critical Path Max Stage Delay at 380 ps
* First-pass GRT wire length at 986 um
* Post-CTS Hold Buffers at 0
* Count of tool warnings at 25
* Crit end category: output pin
* Reg-to-reg slack, setup at 150 ps
* Area grow syn2layout at 34.0%
* Filler cell count at 396
* Post-DP HPWL at 486 um
* IO buf count at 3
* MUX area fraction at 0.144
* Grt ovf at 0
* CP cell instances: and2b_1, a21oi_1, clkbuf_2
* Max Root-Sink Buffers at 2
* Initial DRC count at 26
* Synthesis area per yosys at 383 um^2
* Finished Layout Cells at 88
* Xor+xnor area frac at 0.0229
* Main logic family after synthesis: simple AND/OR/NAND/NOR gates
* Final period util at 0.917
* Fin util at 0.150
* R2r startpoint: current_state[1]
* Max cap viols at 0
* Via count at 263
* Clock latency (worst-skew pair) at 250 ps
* Achievable Freq at 779 MHz
* Core Footprint at 0.00342 mm^2
* Crit path kind: reg2out
* Die Ht at 80 um
* FP Rows at 21
* ANT nets after route at 0
* Mean post-synth cell area at 12.0 um^2
* Yosys cell count at 32
* Final RePlAce weighted congestion at 0.716
* Post-synthesis instance total at 32
* DP Cell Count at 83
* Slew Viols, Final at 0
* Routed wire length at 635 um
* VDD IR max at 0.380 mV
* Vias in the first global route at 230
* WP data arrival at 1000 ps
* Sink Count at 8
* Overall Global Routing Usage at 0.0203
* Clk root buf: clkbuf_4
* Warnings, synthesis at 1
* Initial antenna violation count at 0
* Drt wl/cell at 7.22 um
* Critical Path RT at 1120 ps
* RSZ-0062 raised after global routing: false
* Cell area power density at 1010 mW/mm^2
* Antenna Cells at 0
* Max-slew headroom at 0.794
* Fp util at 0.112
* Largest net degree at the start of global routing at 9
* Worst Tran Pin Value at 308 ps
* Adder-Cell Fraction of Synth Area at 0.0327
* LEAKAGE at 0.244 nW
* Critical path startpoint: current_state[1]
* Top Ports at 4
* Final setup skew at 2.14 ps
* DIE WIDTH at 80 um
* Final Total Pwr at 0.516 mW
* Vias/cell at 2.99
* H-tree depth at 1
* Reg-to-reg endpoint: current_state[0]
* Hold WC Path Type: in2async
* Share of cells above drive strength 1 at 0.262
* Synth Register Bits at 8
* Yosys simple share at 0.144
* Cell Type Count at 19
* # setup viols final at 0
* Worst-path clk slew at 50 ps
* Synthesized cell area at 383 um^2
* Remaining DRCs at 0
* Reg2Reg Depth at 4
-- flip-flops by register name, summed over array words and instances (netlist names) --
name           cells
current_state      4
counter1           4
-- per-layer routing --
| layer | wire length, um | GRT usage | up-vias |
|---|---|---|---|
| li1 | - | - | 133 |
| met1 | 325 | 0.0251 | 122 |
| met2 | 215 | 0.0233 | 6 |
| met3 | 80 | 0.0216 | 2 |
| met4 | 13 | 0.00352 | 0 |
| met5 | 0 | 0 | - |
-- cell usage in the layout (no fill, tap or decap), drive strengths merged, types with 2 or more instances in the layout --
master  instances
dfrtp           7
clkbuf          5
mux2            4
inv             3
nor2b           3
buf             3
nand2           2
-- critical path: cells and delay by family, from the launching register on --
| kind | cells | cell delay, ps |
|---|---|---|
| flip-flops | 1 | 380 |
| AND-OR/OR-AND | 1 | 110 |
| AND/OR/NAND/NOR | 1 | 160 |
| buffers and inverters | 1 | 110 |
-- power breakdown --
group          total [mW]  switching, mW  internal (mW)
registers           0.267         0.0136          0.254
clock network       0.186         0.0771          0.109
logic              0.0629         0.0232         0.0397
total               0.516          0.114          0.402
-- Yosys cell counts --
cell type / number / area (um^2)
mux2_1: 2 / 22.5
o21ai_2: 1 / 8.76
dfrtp_1: 7 / 175
and4b_1: 1 / 10.0
xor2_1: 1 / 8.76
a31oi_1: 1 / 6.26
a221oi_1: 1 / 8.76
inv_1: 3 / 11.3
dfstp_2: 1 / 26.3
a21oi_1: 1 / 5.00
mux2_2: 2 / 22.5
a311o_1: 1 / 10.0
or2_0: 1 / 6.26
nor3_1: 1 / 5.00
nand2_1: 2 / 7.51
and2b_1: 1 / 7.51
nor2b_1: 3 / 18.8
ha_1: 1 / 12.5
mux2i_1: 1 / 10.0
-- how the worst max path moves through the flow --
| stage | endpoint | slack (ps) | depth (start not counted) |
|---|---|---|---|
| after CTS | out | 10 | 3 |
| after global routing | out | 60 | 3 |
| final | out | 120 | 3 |
-- stage by stage --
| stage | worst slack [ps] | hold WS [ps] | setup TNS (ps) | instance area, um^2 |
|---|---|---|---|---|
| 6_report | 116 | 271 | 0 | 513 |
| 5_1_grt | 64.3 | 301 | 0 | 513 |
| 4_1_cts | 13.2 | 278 | 0 | 517 |
| 3_5_place_dp | -393 | 481 | -722 | 485 |
| 3_3_place_gp | -381 | 456 | -677 | 485 |
| 2_1_floorplan | 298 | 94.9 | 0 | 383 |
-- repair_timing --
item,4_1_cts,5_1_grt
gates resized,2,2
buffers inserted,1,0
setup endpoints to repair,1,1
-- kinds of logic (layout without fill, tap and decap cells) --
group,Yosys count,after routing
buffers and inverters,3,13
XOR/XNOR,1,1
flip-flops,8,8
AND/OR/NAND/NOR,9,9
AND-OR/OR-AND,5,5
adder cells (fa/ha/maj),1,1
multiplexers,5,5
-- area by class of cell --
type                    instances  area (um^2)  share of cell area
clock buffers                   4         26.3              0.0512
well taps                      46         57.6               0.112
multi-input cells              21          170               0.332
inverters                       3         11.3              0.0220
flip-flops and latches          8          201               0.393
repair buffers                  6         46.3              0.0902
No activity file was given, so power comes from the tool's default toggle rates.
