==> design.v <==
`timescale 1ns / 1ps
module Comparator_4bits( a, b, result );
input	[3:0]a, b; 
output	[2:0]result; 
wire	[3:0]a_bar, b_bar; 
wire	[3:0]ba_bar, ab_bar; 
wire	[6:0]x; 
wire	[6:0]m; 
not		a_bar3( a_bar[3], a[3] );
not		b_bar3( b_bar[3], b[3] );
not		a_bar2( a_bar[2], a[2] );
not		b_bar2( b_bar[2], b[2] );
not		a_bar1( a_bar[1], a[1] );
not		b_bar1( b_bar[1], b[1] );
not		a_bar0( a_bar[0], a[0] );
not		b_bar0( b_bar[0], b[0] );	
and		and3_0( ba_bar[3], a_bar[3], b[3] );
and		and3_1( ab_bar[3], a[3], b_bar[3] );
not		n1(	x[5], x[4]);  
and    and2( x[6], x[5],ab_bar[0]);  
or		or1( x[4],  ab_bar[0], x[0] );  
nor		nor3( x[3], ba_bar[3], ab_bar[3] );
and		and2_0( ba_bar[2], a_bar[2], b[2] );
and		and2_1( ab_bar[2], a[2], b_bar[2] );
nor		nor2( x[2], ba_bar[2], ab_bar[2] );
and		and1_0( ba_bar[1], a_bar[1], b[1] );
and		and1_1( ab_bar[1], a[1], b_bar[1] );
nor		nor1( x[1], ba_bar[1], ab_bar[1] );
and		and0_0( ba_bar[0], a_bar[0], b[0] ); 
and		and0_1( ab_bar[0], a[0], b_bar[0] );
nor		nor0( x[0], ba_bar[0], ab_bar[0] );
and 	and_0( m[6], x[3], ba_bar[2] );  
and 	and_1( m[5], x[3], ab_bar[2] );  
and 	and_2( m[4], x[3], x[2], ba_bar[1] );  
and 	and_3( m[3], x[3], x[2], ab_bar[1] );  
and 	and_4( m[2], x[3], x[2], x[1], ba_bar[0] );  
and 	and_5( m[1], x[3], x[2], x[1], ab_bar[0] );  
or		ab( result[2], ba_bar[3], m[6], m[4], m[2]);
or		ba( result[1], ab_bar[3], m[5], m[3], m[1]);  
and		eq( result[0], x[3], x[2], x[1], x[0] );  
endmodule
==> run.sh <==
#!/bin/bash
# OpenROAD 26Q1-2900-gdf79404cd8, Yosys 0.63+post, stock flow scripts
make -C /OpenROAD-flow-scripts/flow DESIGN_CONFIG=/design/flow/config.mk WORK_HOME=/design/flow/orfs finish
==> config.mk <==
export PLATFORM = sky130hd
export DESIGN_NAME = Comparator_4bits
export DESIGN_NICKNAME = Comparator_4bits
export VERILOG_FILES = /design/flow/design.v
export SDC_FILE = /design/flow/constraint.sdc
export NUM_CORES = 4
export LEC_CHECK = 1
export CORE_AREA = 10 10 70 70
export DIE_AREA = 0 0 80 80
==> constraint.sdc <==
current_design Comparator_4bits

set clk_period 1.1
set clk_io_pct 0.2

create_clock -name clk0 -period $clk_period

set non_clock_inputs [all_inputs -no_clocks]
set_input_delay [expr $clk_period * $clk_io_pct] -clock clk0 $non_clock_inputs
set_output_delay [expr $clk_period * $clk_io_pct] -clock clk0 [all_outputs]
==> run summary <==
impl run done, here's what came out: dominant cell type by area after synthesis=ha_1, number of fill cells in the layout=a little under 400, Worst Hold Slack=0.813 ns, failing checks=negative setup slack, All-Layer GR Usage=under 10%, Cell Type Count=6, vias in the first global route=about 220, Max Cap Violations=0, status=finished, violations left, antenna-violating nets left=0, largest net degree at the start of global routing=4, Worst Tran Pin Value=0.170 ns, syn_area_per_cell=slightly above 7 um2, Crit-path slowest cell=ha_4, Slew Limit Fails=0, GP Congestion=approximately 0.70, post-route setup slack=-0.115 ns, placed inst area=~360 um2, FF+latch count=0, met1 usage=2.18%, MI comb area=224 um2, first-pass GRT wire length=slightly below 1 mm, clock buf count=0, number of vias in the routed layout=between 150 and 200, Post-route DRC=0, area delta synth->final=161%, main area contributors=ha_1 (58%), inv_1 (17%), a21oi_1 (12%), initial antenna violation count=0, RSZ-0062 raised after global routing=yes, Hold Path Class=in2out, Period minus WS final=between 1 and 1.5 ns, design area=between 400 and 500 um2, hold_buf cts=0, yosys stat area=174 um2, Syn Std Cell Area=174 um2, drt total wl=approximately 580 um, Most Used Layer, Global Route=met2, Setup-failing EPs final=3, die area=between 0.006 and 0.007 mm2, CP required=0.88 ns, crit end category=output pin, CP Data Arrival Time=0.99 ns, OpenROAD warning count=38, Iter 0 DRT Violations=2, PwrDens=about 360 mW/mm2, # rows=21, First-pass DRT Iterations=2, ys cells=24, Reg area=0 um2, Final Hold Vio Count=0, WL/cell=6.79 um, Dominant cell area share=between 50 and 60%, slowest cell delay on critical path=roughly 0.20 ns, Critical Path, Cell by Cell=buf_8, inv_4, ha_4, buf_6, a21oi_4, o21ai_2, buf_2, DR vias/cell=2.34, Seq share, synth=0%, ANT cells=0, die y size=about 80 um, hpwl dp=about 460 um, IO Port Bufs=11, Max Fclk=approximately 820 MHz, CP Launch Type=primary input, CP max FO=3, Cells after Synth=24, Starting Density=between 5 and 6%, Die X=80 um, core area=~0.0034 mm2, Max rail drop VDD=a little under 0.06 mV, Leak Pwr=~0.21 nW, relative slew slack=88.7%, post-layout period usage=110%, I/O pin count=11, share of cells above drive strength 1=between 70% and 80%, Remaining Overflow, GRT=0, yosys warns=0, WS Path Type=in2out, GR Layer Usage met2=under 10%, met3 usage=less than 1%
==> power by group <==
group	internal, mW	total [mW]	switching, mW
clock network	0	0	0
logic	0.0970	0.163	0.0655
registers	0	0	0
total	0.0970	0.163	0.0655
==> cells in the final DEF, fill, tap and decap left out, types with 2 or more instances in the layout <==
cell type | netlist | final
ha_1 | 8 | 5
buf_2 | 0 | 5
inv_1 | 8 | 4
buf_6 | 0 | 4
ha_4 | 0 | 3
buf_8 | 0 | 3
buf_4 | 0 | 3
inv_4 | 0 | 2
inv_2 | 0 | 2
a21oi_4 | 0 | 2
o21ai_2 | 0 | 2
==> critical path: cells and delay by family <==
family / cells / cell delay, ns
buf+inv: 4 / 0.40
fa+ha+maj: 1 / 0.20
compound gates: 2 / 0.19
==> cells in the mapped netlist <==
master and n:
nand2_1 1, and4_2 1, o21ai_1 2, a21oi_1 4, inv_1 8, ha_1 8
==> kinds of logic after synthesis <==
logic type | after synthesis | share of synthesized area, %
adder cells (fa/ha/maj) | 8 | 57.6
buffers and inverters | 8 | 17.3
AND-OR/OR-AND | 6 | 17.3
AND/OR/NAND/NOR | 2 | 7.91
==> per-layer routing <==
layer	up-vias	wire length, um
met5	-	0
met4	0	0
met3	0	76
met2	7	275
met1	85	225
li1	107	-
==> final cells by class <==
cell class,count,share of cell area [%]
inverter,8,7.71
multi-input combinational,16,49.3
tap,46,12.7
timing repair buffer,15,30.3
==> timing repair <==
item / CTS / global route
pin swaps: 8 / 3
buffers inserted: 1 / 1
endpoints found under the setup margin: 3 / 3
hold endpoints to repair: 0 / 0
resized: 67 / 6
==> through the flow <==
stage	setup WS (ns)	utilization (%)	std cells	power [mW]	setup TNS (ns)
after floorplan	0.135	-	24	0.0349	0
after global placement	-0.865	10.4	83	0.0998	-2.58
after detailed placement	-0.883	10.4	83	0.101	-2.62
after CTS	-0.0746	12.2	84	0.134	-0.149
after global routing	-0.137	13.3	85	0.178	-0.364
final	-0.115	13.3	85	0.163	-0.270
==> path summary, 6_finish.rpt <==
kind	from	end	slack, ns	depth (start not counted)
min	b[3]	result[2]	0.81	5
max	a[3]	result[2]	-0.11	7
Power and IR drop assume default switching activity.
